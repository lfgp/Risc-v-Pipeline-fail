**flow/config.mk**
```make
export PLATFORM = sky130hd
export DESIGN_NAME = BranchUnit
export DESIGN_NICKNAME = BranchUnit
export VERILOG_FILES = /design/flow/design.v
export SDC_FILE = /design/flow/constraint.sdc
export NUM_CORES = 4
export LEC_CHECK = 1
export CORE_AREA = 10 10 100 100
export DIE_AREA = 0 0 110 110
```
**flow/constraint.sdc**
```tcl
current_design BranchUnit

set clk_period 12.1
set clk_io_pct 0.2

create_clock -name clk0 -period $clk_period

set non_clock_inputs [all_inputs -no_clocks]
set_input_delay [expr $clk_period * $clk_io_pct] -clock clk0 $non_clock_inputs
set_output_delay [expr $clk_period * $clk_io_pct] -clock clk0 [all_outputs]
```
**flow/design.v**
```verilog
package Pipe_Buf_Reg_PKG;
  typedef struct packed {
    logic [8:0]  Curr_Pc;
    logic [31:0] Curr_Instr;
  } if_id_reg;
  typedef struct packed {
    logic        ALUSrc;
    logic        MemtoReg;
    logic        RegWrite;
    logic        MemRead;
    logic        MemWrite;
    logic [1:0]  ALUOp;
    logic        Branch;
    logic        Halt;
    logic        JalrSel;
    logic [1:0]  RWSel;
    logic [8:0]  Curr_Pc;
    logic [31:0] RD_One;
    logic [31:0] RD_Two;
    logic [4:0]  RS_One;
    logic [4:0]  RS_Two;
    logic [4:0]  rd;
    logic [31:0] ImmG;
    logic [2:0]  func3;
    logic [6:0]  func7;
    logic [31:0] Curr_Instr;
  } id_ex_reg;
  typedef struct packed {
    logic        RegWrite;
    logic        MemtoReg;
    logic        MemRead;
    logic        MemWrite;
    logic [1:0]  RWSel;
    logic [31:0] Pc_Imm;
    logic [31:0] Pc_Four;
    logic [31:0] Imm_Out;
    logic [31:0] Alu_Result;
    logic [31:0] RD_Two;
    logic [4:0]  rd;
    logic [2:0]  func3;
    logic [6:0]  func7;
    logic [31:0] Curr_Instr;
  } ex_mem_reg;
  typedef struct packed {
    logic        RegWrite;
    logic        MemtoReg;
    logic [1:0]  RWSel;
    logic [31:0] Pc_Imm;
    logic [31:0] Pc_Four;
    logic [31:0] Imm_Out;
    logic [31:0] Alu_Result;
    logic [31:0] MemReadData;
    logic [4:0]  rd;
    logic [31:0] Curr_Instr;
  } mem_wb_reg;
endpackage
`timescale 1ns / 1ps
module BranchUnit #(
        parameter PC_W = 9
    )(
    input logic [PC_W-1:0] Cur_PC,
     input logic [31:0] Imm,
     input logic JalrSel,
     input logic Branch,
     input logic Halt,
     input logic [31:0] AluResult,
     output logic [31:0] PC_Imm,
     output logic [31:0] PC_Four,
     output logic [31:0] BrPC,
     output logic PcSel);
    logic Branch_Sel;
    logic [31:0] PC_Full;
    logic Halt_sel;
    assign PC_Full = {23'b0, Cur_PC};
    assign Halt_sel = Halt;
    assign PC_Imm = PC_Full + Imm;
    assign PC_Four = PC_Full + 32'b100;
    assign Branch_Sel = Branch && AluResult[0];  
    assign BrPC = (JalrSel) ? AluResult :      
                  (Branch_Sel) ? PC_Imm :
                  (Halt_sel) ? PC_Full : 32'b0;   
    assign PcSel = JalrSel || Branch_Sel || Halt_sel;   
endmodule
```
**flow/run.sh**
```bash
#!/bin/bash
# OpenROAD 26Q1-2900-gdf79404cd8, Yosys 0.63+post, stock flow scripts
make -C /OpenROAD-flow-scripts/flow DESIGN_CONFIG=/design/flow/config.mk WORK_HOME=/design/flow/orfs finish
```
==> notes.md <==
The synthesis and PnR run went through. The area recorded from the Yosys report for this design is 0.00159 mm^2. Total number of yosys warnings landed at 0. In the routed netlist, the antenna diode instances number 0. Cells with a size suffix above 1 make up 4.76% of the layout. Global routing finished with a remaining overflow of 0.

In the finished design, the share of the clock period the worst path needs comes to 63.9%. Counting tap cells, the placed design contains a total of 459 instances. Setup repair after global routing left no endpoint under its margin.

Adding up every negative setup slack in the final design gives 0 ns. The chip occupies 0.0121 mm^2. The number of antenna violations at the first check in global routing is 0.

Maximum clock rate landed at 129 MHz. Horizontal die dimension landed at 110 um. Arrival time at the worst endpoint landed at 5.31 ns. In this run the cell area of the synthesized design comes to 0.00159 mm^2. The detailed router finished its first iteration with 58 violations. The synthesized design devotes to its leading area cell type 13.2% of total area. Largest net degree at the start of global routing landed at 35.

OpenROAD emitted warnings numbering 32. Clock period minus final worst setup slack landed at 7.73 ns. Overall via count from detail_route landed at 2034. STA puts the critical path data required time at 9.68 ns. Post-DP HPWL landed at 6740 um.

Once detail routing completed, the nets flagged for antenna violations numbered 0. The placement report lists the number of port buffers as 151. Number of sequential storage elements landed at 0.

Across the run, the number of max-cap violations was 0. The run finished with clean final reports. Core footprint landed at 0.00781 mm^2.

Via count of the first global-routing pass landed at 2133. Per the synthesis report, the dominant area consumer among library cells is a22o_1. The worst setup path is captured at an output port. First-pass GRT wire length landed at 11300 um. Standby leakage power landed at 1.22 nW. After synthesis, the netlist uses 44 different library cells. Sequential element share of the synthesized area landed at 0%. According to the floorplan log, the row count is 32. The number of hold buffers added after CTS was 0.

In the post-synthesis netlist, the biggest area contributors are a22o_1 13%, buf_4 11%, xnor2_1 9.4%. DRC violations left landed at 0. Mean instance size in the synthesized netlist landed at 7.36 um^2. Excluding fillers, the count of instances in the completed layout stands at 459. Setup-violating endpoint count in the final report landed at 0.

For this design the ratio of total power to cell area is 38.0 mW/mm^2. The final weighted congestion recorded by global placement is 0.849. By instance count, the leading cell after synthesis is nand2_1. Total count of hold-check failures in the final report landed at 0. Detailed-route wire length per cell landed at 16.7 um. Area taken by flip-flops and latches landed at 0 um^2. The min-delay analysis places its worst path in the category input pin to output port. In the log, the iteration count for the first detailed-route pass is 5. Setup fix buffers added after clock tree synthesis landed at 0. The critical path maximum fanout is 8. Pins over their slew limit in the final report were tallied at 0. Number of cell instances after yosys synthesis landed at 216.

Gates resized during post-CTS repair numbered 0. Effective utilization at floorplan landed at 20.4%. Pin placement for this block handled 173 I/O pins. The critical path is of the input pin to output port type. In the synthesized netlist, the number of instances is 216. In this run the vertical extent of the chip is 110 um.

The worst-case IR drop observed on VDD is 0.0100 mV. Per the detailed-route log, wirelength across all metal layers totals 7660 um. From synthesis to final layout, the design area changed by 95.6%. The final layout report lists a clock buffer count of 0. Total chip power landed at 118 uW. The worst setup path is launched from an input pin. Across every metal layer, demand over resource in global routing totals 11.5%. The synthesis run shows the most used standard cells to be 26 x nand2_1, 24 x a22o_1, 24 x buf_4, 17 x xnor2_1, 17 x xor2_1. Average via count per standard cell landed at 4.43.
-- cell families (layout without fill, tap and decap cells) --
group                    after synthesis  count (layout)  synth area share [%]
buffers and inverters                 39             159                  14.9
AND-OR/OR-AND                         66              66                  36.0
other                                  1              22                 0.236
XOR/XNOR                              35              35                  19.7
AND/OR/NAND/NOR                       64              64                  19.9
adder cells (fa/ha/maj)               11              11                  9.13
-- layout make-up --
cell class / count / area, um^2
fillers: 790 / 4700
repair buffers: 153 / 1530
multi-input cells: 198 / 1430
well taps: 102 / 128
inverters: 6 / 22.5
-- report_power, final --
part           leakage, nW  internal [mW]  total (mW)  switching, mW
Combinational         1.22         0.0774       0.118         0.0408
Clock                    0              0           0              0
Sequential               0              0           0              0
-- layout by cell type, fill, tap and decap left out, types with 6 or more instances in the layout --
master	instances
a22o_1	24
conb_1	22
nand3_1	15
clkdlybuf4s50_1	151
nand2_1	26
xor2_1	17
a21oi_1	13
xnor2_1	17
inv_1	6
and3_1	6
ha_1	10
-- critical path: stages --
cell and delay [ns]:
clkdlybuf4s50_1 0.51, ha_1 0.53, and3_1 0.26, a221oi_4 0.10, o22ai_2 0.38, nand2_1 0.12, xnor2_1 0.33, a22o_1 0.18
clkdlybuf4s50_1 0.46
-- final timing paths --
kind | to | slack (ns) | cells past startpoint | startpoint
min | PC_Four[0] | 5.71 | 2 | Cur_PC[0]
max | BrPC[30] | 4.37 | 9 | Cur_PC[5]
-- routing by layer --
layer / up-vias / global-route usage, % / wire length, um
li1: 1037 / - / -
met1: 916 / 13.9 / 3040
met2: 79 / 21.0 / 3890
met3: 2 / 2.94 / 699
met4: 0 / 0.372 / 33
met5: - / 0 / 0
-- metrics by stage --
stage               utilization [%]  cell area [um^2]  hold WS [ns]  worst slack (ns)
floorplan                         -              1670          4.85              5.61
global placement               39.8              3110          5.73              4.39
detailed placement             39.8              3110          5.72              4.37
CTS                            39.8              3110          5.72              4.36
global route                   39.8              3110          5.75              4.22
finish                         39.8              3110          5.71              4.37
Power is estimated from default activity; no workload was simulated.
