===== flow/config.mk =====
export PLATFORM = sky130hd
export DESIGN_NAME = alu
export DESIGN_NICKNAME = alu
export VERILOG_FILES = /design/flow/design.v
export SDC_FILE = /design/flow/constraint.sdc
export NUM_CORES = 4
export LEC_CHECK = 1
export CORE_UTILIZATION = 30

===== flow/constraint.sdc =====
current_design alu

set clk_period 14.8
set clk_io_pct 0.2

create_clock -name clk0 -period $clk_period

set non_clock_inputs [all_inputs -no_clocks]
set_input_delay [expr $clk_period * $clk_io_pct] -clock clk0 $non_clock_inputs
set_output_delay [expr $clk_period * $clk_io_pct] -clock clk0 [all_outputs]

===== flow/design.v =====
package Pipe_Buf_Reg_PKG;
  typedef struct packed {
    logic [8:0]  Curr_Pc;
    logic [31:0] Curr_Instr;
  } if_id_reg;
  typedef struct packed {
    logic        ALUSrc;
    logic        MemtoReg;
    logic        RegWrite;
    logic        MemRead;
    logic        MemWrite;
    logic [1:0]  ALUOp;
    logic        Branch;
    logic        Halt;
    logic        JalrSel;
    logic [1:0]  RWSel;
    logic [8:0]  Curr_Pc;
    logic [31:0] RD_One;
    logic [31:0] RD_Two;
    logic [4:0]  RS_One;
    logic [4:0]  RS_Two;
    logic [4:0]  rd;
    logic [31:0] ImmG;
    logic [2:0]  func3;
    logic [6:0]  func7;
    logic [31:0] Curr_Instr;
  } id_ex_reg;
  typedef struct packed {
    logic        RegWrite;
    logic        MemtoReg;
    logic        MemRead;
    logic        MemWrite;
    logic [1:0]  RWSel;
    logic [31:0] Pc_Imm;
    logic [31:0] Pc_Four;
    logic [31:0] Imm_Out;
    logic [31:0] Alu_Result;
    logic [31:0] RD_Two;
    logic [4:0]  rd;
    logic [2:0]  func3;
    logic [6:0]  func7;
    logic [31:0] Curr_Instr;
  } ex_mem_reg;
  typedef struct packed {
    logic        RegWrite;
    logic        MemtoReg;
    logic [1:0]  RWSel;
    logic [31:0] Pc_Imm;
    logic [31:0] Pc_Four;
    logic [31:0] Imm_Out;
    logic [31:0] Alu_Result;
    logic [31:0] MemReadData;
    logic [4:0]  rd;
    logic [31:0] Curr_Instr;
  } mem_wb_reg;
endpackage
`timescale 1ns / 1ps
module alu#(
        parameter DATA_WIDTH = 32,
        parameter OPCODE_LENGTH = 4
        )
        (
        input logic [DATA_WIDTH-1:0]    SrcA,
        input logic [DATA_WIDTH-1:0]    SrcB,
        input logic [OPCODE_LENGTH-1:0]    Operation,
        output logic[DATA_WIDTH-1:0] ALUResult
        );
        always_comb
        begin
            case(Operation)
            4'b0000:         
                    ALUResult = SrcA & SrcB;
            4'b0001:         
                    ALUResult = SrcA | SrcB;
            4'b0010:         
                    ALUResult = $signed(SrcA) + $signed(SrcB);
            4'b0011:         
                    ALUResult = SrcA ^ SrcB;
            4'b0100:         
                    ALUResult = SrcA << SrcB[4:0];
            4'b0101:         
                    ALUResult = SrcA >> SrcB[4:0];
            4'b0110:         
                    ALUResult = $signed(SrcA) - $signed(SrcB);
            4'b0111:         
                    ALUResult = $signed(SrcA) >>> SrcB[4:0];
            4'b1000:         
                    ALUResult = (SrcA == SrcB) ? 1 : 0;
            4'b1001:         
                    ALUResult = (SrcA != SrcB) ? 1 : 0;
            4'b1100:         
                    ALUResult = ($signed(SrcA) < $signed(SrcB)) ? 1 : 0;
            4'b1101:         
                    ALUResult = ($signed(SrcA) >= $signed(SrcB)) ? 1 : 0;
            4'b1110:         
                    ALUResult = (SrcA < SrcB) ? 1 : 0;
            4'b1111:         
                    ALUResult = (SrcA >= SrcB) ? 1 : 0;
            4'b1010:         
                    ALUResult = 1;
            default:
                    ALUResult = 0;
            endcase
        end
endmodule

===== flow/run.sh =====
#!/bin/bash
# OpenROAD 26Q1-2900-gdf79404cd8, Yosys 0.63+post, stock flow scripts
make -C /OpenROAD-flow-scripts/flow DESIGN_CONFIG=/design/flow/config.mk WORK_HOME=/design/flow/orfs finish

==> notes.md <==
This note records the results obtained with Yosys and OpenROAD.

Min path
The kind of path behind the tightest hold check is input port to primary output.

Setup path
STA lists the maximum fanout along the critical path as 36. The cell with the biggest individual delay on the critical path is clkinv_1. The OpenROAD report gives the critical path a required time of 11.84 ns.

The worst setup path is launched from an input port. The data arrival at the endpoint of the critical path is 8.05 ns. The category of the critical setup timing path is input port to primary output.

The endpoint type of the worst setup path is a primary output. Listed in order, past its start point the critical path passes clkdlybuf4s50_1 > buf_4 > clkinv_1 > ha_1 > a21oi_1 > o31ai_1 > a21o_1 > a31o_2 > a211oi_1 > o31ai_1 > nand2b_1 > a311oi_1 > a221o_1 > a211o_1 > clkdlybuf4s50_1. The first element of the critical path is SrcB[4]. The delay of the slowest cell on the worst path is 0.59 ns.

The capture point of the critical path is ALUResult[30].

Cells and area
The layout cell share with drive strength beyond 1 is 6.19%. The final cell area excluding filler cells is 9810 sq um. The design has 0 sequential cells. The commonest non-fill, non-tap cell in the layout is nor2_1.

The total of fill cells in the finished design is 3053. The layout report lists the multi-input gate area as 7770 sq um. The number of clock buffers in the layout is 0. Per the cell usage report, the commonest logic cells after layout are nor2_1 (149), a21oi_1 (129), nand2_1 (114).

The layout overhead on the synthesized area is 14.0%. The sequential standard cell area is 0 sq um.

Final timing
The highest achievable clock rate is 90.9 MHz. Per the final timing report, the hold violations number 0. The period utilization is 74.4%. The worst path in the final design needs a cycle of 11.01 ns, including I/O delays and setup. Setup total negative slack on the finished layout was measured at 0 ns. In the final report, the number of endpoints failing setup comes to 0. Setup slack on the critical path of the routed design comes to 3.79 ns. Setup repair after global routing left no endpoint under its margin. Per the final report, max-transition violations number 0. The worst slew slack as a fraction of its limit is 41.9%. The transition time at the pin with the least slew margin is 0.863 ns.

Logic synthesis
The cell-mix breakdown from Yosys lists the XOR/XNOR area share as 0.305%. The share of the yosys chip area belonging to registers is 0%. For reference, simple AND, OR, NAND and NOR cells occupy 19.6% of the area reported after synthesis. The number of unique standard cell types used by synthesis is 71. In this run the cell area of the synthesized design comes to 8600 sq um. The portion of synthesized area spent on multiplexers is 14.7%.

The top cell type's share of synthesized area is 14.5%. The cell count after synthesis came out at 1337. The post-synthesis cell type with the largest combined area is ha_1. The average cell area after synthesis is 6.44 sq um.

The warning tally printed by Yosys for this design is 1. The yosys cell count is 1337. The post-synthesis share of cell area spent on full adders, half adders and majority gates is 15.0%. Ranked by total cell area, the synthesized netlist is headed by ha_1 (15%), mux2i_1 (7.9%), a21oi_1 (7.5%). The largest combinational cell category by area is AND-OR/OR-AND gates. The cell-mix breakdown from Yosys lists the compound-gate area share as 40.6%.

For this run, the chip area from Yosys synthesis comes to 8600 sq um.

Floorplan
The chip occupies 29400 sq um. The number of cell rows is 61. The core region is 28000 sq um.

The count of boundary I/O pins is 100. The starting utilization of the core area is 30.7%. Measured along the y axis, the die boundary spans 171 um. The die width is 171 um.

Global routing
The via count of the first global-routing pass is 9702. Summed over all layers, the global routing overflow is 0. The global-route wire length before repair is 61900 um. The number of antenna violations at the first check in global routing is 1. Entering global routing, the biggest net connects 74 pins. Summed over all routing layers, the global router reports a total usage of 28.8%.

Drt
The script logs the ratio of routed vias to standard cells as 6.11. The total antenna diodes in the routed design is 0. The vias after detailed routing is 10600. TritonRoute output was used to compute an average wire per cell of 24.1 um. The first detailed-routing pass took 5 iterations.

For this run, design rule violations remaining after detail routing come to 0. The routed wire length is 41800 um. The antenna violation net count after detailed routing is 0.

The starting DRC count in detailed routing is 1222.

Placed design
The number of buffers inserted by port buffering is 100. After its last routability iteration, the placer logged a weighted congestion of 1.05. Per the detailed placement report, the placed cell area equals 9810 sq um.

The wire-length estimate of the detail-placed layout is 33100 um. Prior to clock tree synthesis, the placed netlist has a worst setup slack of 3.87 ns.

Clock network
Gates resized during post-CTS repair numbered 0. The report puts the hold buffer count at CTS at 0. The post-CTS setup-driven buffer insertion count is 0.

Outcome
The flow ran to the end, and the final reports show no timing, DRC or antenna violations.

Power and ir drop
The worst voltage drop across the vdd grid is 17.3 uV. The power density relative to cell area is 39.8 nW/um^2. The leakage power is 4.10 nW. Overall power consumption after layout is estimated at 0.390 mW.

Job
The tally of OpenROAD warnings is 100. The number of maximum-capacitance violations is 0.
critical path, delay by kind of cell:
family          cells  cell delay (ns)
buf+inv             4             1.79
compound gates      9             2.52
simple gates        1             0.18
fa+ha+maj           1             0.59
per-stage QoR:
step	hold WS, ns	instances	utilization (%)
floorplan	6.04	1337	-
global placement	6.83	1734	35.0
detailed placement	6.83	1734	35.0
CTS	6.83	1734	35.0
global route	6.85	1734	35.0
finish	6.82	1734	35.0
power breakdown:
part | total, mW | internal [mW] | switching [mW] | leakage (nW)
Combinational | 0.390 | 0.149 | 0.241 | 4.10
Sequential | 0 | 0 | 0 | 0
Clock | 0 | 0 | 0 | 0
cell usage after synthesis, types with 23 or more instances:
master	number
o211ai_1	28
a21o_1	23
clkbuf_1	69
nor2_1	151
nand2_1	114
mux2i_1	68
a21oi_1	129
o21ai_0	97
inv_1	105
nor3_1	26
ha_1	100
o21ai_1	45
a211oi_1	25
cell families after synthesis:
group / Yosys count
xor gates and xnor gates: 3
adders and majority gates: 102
muxes: 99
buffers and inverters: 217
and+or+nand+nor: 381
AOI/OAI and AO/OA: 535
routing by layer:
metal | vias up | part of all wire (%) | GRT usage [%]
met5 | - | 0.031 | 0
li1 | 4980 | - | -
met3 | 69 | 10 | 6.65
met4 | 2 | 2.8 | 6.41
met2 | 581 | 43 | 42.7
met1 | 4967 | 44 | 42.2
worst min path at each step:
stage                    from            to  depth (start not counted)
after CTS             SrcB[3]  ALUResult[1]                          4
final                 SrcB[3]  ALUResult[1]                          4
after global routing  SrcB[3]  ALUResult[1]                          4
area by class of cell:
class                           instances  area share [%]
Timing Repair Buffer                  123            11.7
Inverter                              113            4.32
Tap cell                              378            4.82
Multi-Input combinational cell       1120            79.2
Power figures rest on the tool's default switching activity, not on a simulated workload.
