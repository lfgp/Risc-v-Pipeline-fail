===== design.v =====
package Pipe_Buf_Reg_PKG;
  typedef struct packed {
    logic [8:0]  Curr_Pc;
    logic [31:0] Curr_Instr;
  } if_id_reg;
  typedef struct packed {
    logic        ALUSrc;
    logic        MemtoReg;
    logic        RegWrite;
    logic        MemRead;
    logic        MemWrite;
    logic [1:0]  ALUOp;
    logic        Branch;
    logic        Halt;
    logic        JalrSel;
    logic [1:0]  RWSel;
    logic [8:0]  Curr_Pc;
    logic [31:0] RD_One;
    logic [31:0] RD_Two;
    logic [4:0]  RS_One;
    logic [4:0]  RS_Two;
    logic [4:0]  rd;
    logic [31:0] ImmG;
    logic [2:0]  func3;
    logic [6:0]  func7;
    logic [31:0] Curr_Instr;
  } id_ex_reg;
  typedef struct packed {
    logic        RegWrite;
    logic        MemtoReg;
    logic        MemRead;
    logic        MemWrite;
    logic [1:0]  RWSel;
    logic [31:0] Pc_Imm;
    logic [31:0] Pc_Four;
    logic [31:0] Imm_Out;
    logic [31:0] Alu_Result;
    logic [31:0] RD_Two;
    logic [4:0]  rd;
    logic [2:0]  func3;
    logic [6:0]  func7;
    logic [31:0] Curr_Instr;
  } ex_mem_reg;
  typedef struct packed {
    logic        RegWrite;
    logic        MemtoReg;
    logic [1:0]  RWSel;
    logic [31:0] Pc_Imm;
    logic [31:0] Pc_Four;
    logic [31:0] Imm_Out;
    logic [31:0] Alu_Result;
    logic [31:0] MemReadData;
    logic [4:0]  rd;
    logic [31:0] Curr_Instr;
  } mem_wb_reg;
endpackage
`timescale 1ns / 1ps
module RegFile #(
    parameter DATA_WIDTH = 32,   
    parameter ADDRESS_WIDTH = 5,   
    parameter NUM_REGS = 32
) (
    input clk,   
    input rst,   
    input rg_wrt_en,   
    input  [ADDRESS_WIDTH-1:0] rg_wrt_dest,  
    input [ADDRESS_WIDTH-1:0] rg_rd_addr1,   
    input [ADDRESS_WIDTH-1:0] rg_rd_addr2,   
    input  [DATA_WIDTH-1:0] rg_wrt_data,  
    output logic [DATA_WIDTH-1:0] rg_rd_data1,   
    output logic [DATA_WIDTH-1:0] rg_rd_data2    
);
  integer i;
  logic [DATA_WIDTH-1:0] register_file[NUM_REGS-1:0];
  always @(negedge clk) begin
    if (rst == 1'b1) for (i = 0; i < NUM_REGS; i = i + 1) register_file[i] <= 0;
    else if (rst == 1'b0 && rg_wrt_en == 1'b1) begin
      register_file[rg_wrt_dest] <= rg_wrt_data;
    end
  end
  assign rg_rd_data1 = register_file[rg_rd_addr1];
  assign rg_rd_data2 = register_file[rg_rd_addr2];
endmodule

===== run.sh =====
#!/bin/bash
# OpenROAD 26Q1-2900-gdf79404cd8, Yosys 0.63+post, stock flow scripts
make -C /OpenROAD-flow-scripts/flow DESIGN_CONFIG=/design/flow/config.mk WORK_HOME=/design/flow/orfs finish

===== config.mk =====
export PLATFORM = sky130hd
export DESIGN_NAME = RegFile
export DESIGN_NICKNAME = RegFile
export VERILOG_FILES = /design/flow/design.v
export SDC_FILE = /design/flow/constraint.sdc
export NUM_CORES = 4
export LEC_CHECK = 1
export CORE_UTILIZATION = 40

===== constraint.sdc =====
current_design RegFile

set clk_period 15.5
set clk_io_pct 0.2

create_clock -name clk0 -period $clk_period [get_ports {clk}]

set non_clock_inputs [all_inputs -no_clocks]
set_input_delay [expr $clk_period * $clk_io_pct] -clock clk0 $non_clock_inputs
set_output_delay [expr $clk_period * $clk_io_pct] -clock clk0 [all_outputs]

==> results.txt <==
Results of an implementation run.

The flow ran to the end, and the final reports show no timing, DRC or antenna violations. The count of max-cap constraint violations is 0. The number of antenna violations at the first check in global routing is 10.

The routed wire length is 195000 µm. At the worst endpoint, the required time is 12.40 ns. The report shows a maximum critical-path fanout of 2.

The post-route setup TNS is 0 ns. The post-route cell area is 67000 µm². Walking the worst path, the cells encountered are mux2i_1 > a22o_1 > nor3_1 > a31oi_1 > nand3_1 > clkdlybuf4s50_1. The synthesis area per yosys is 56200 µm². The path class of the tightest hold or removal check is primary input to primary output. The worst relative slew slack is 0.375. In the final layout, the registers with the most flip-flops are register_file x1024.

Looking at the clock tree report, the maximum root-to-sink buffer count equals 3. The worst setup path is captured at a primary output. The share of cells above drive strength 1 is 0.0760.

Pin placement for this block handled 114 I/O pins. The clock tree from TritonCTS is done. At the pin with the least slew margin, the transition time is 0.937 ns. The overall via count from detail_route is 41500. The script computed a power per unit cell area of 121 nW/µm².

The yosys warning tally is 1. Counting every sink on the clock net gives 1024. By instance count after routing, the leading logic cell type is sky130_fd_sc_hd__inv_1. According to the report, the first pass of detailed routing completed in 5 iterations. The tally of OpenROAD warnings is 1027. In the synthesized netlist the async set-or-reset flop fraction comes to 0. The instance area after placement is 59000 µm². The first global-routing pass estimated 279000 µm of wire. The iteration-0 DRC count of the detailed router is 2709. The HPWL after detailed placement is 111000 µm. The average detailed-routed wire length per instance is 25.6 µm. The most instantiated flip-flop cell in the synthesis netlist is sky130_fd_sc_hd__edfxtp_1. The longest incremental delay of any stage on the critical path is reported as 0.54 ns. The script parses the final routing iteration and logs DRC violations as 0. The number of gates resized after CTS was 0.

The number of clock buffers inserted by TritonCTS is 118. The fraction of the yosys area taken by sequential cells is 0.547. The register name with the most flops is register_file. Counting distinct cell types in the post-synthesis netlist gives 31. According to the floorplan report, the die height is 377 µm. The final RePlAce weighted congestion is 0.921. The flip-flop count of the largest register, all copies and words added is 1024.

The post-synth count of flops with an enable pin is 1024. Setup repair after global routing left no endpoint under its margin. After global routing the overflow that remains totals 0. The final number of max-transition violations is 0. The area fraction of the largest cell type after synthesis is 0.547.

The number of global-route vias before repair is 44600. The standard cell core area is 140000 µm². The number of synthesized register bits is 1024. The power report puts the leakage power at 29.9 nW. The biggest area consumer among synthesized cells is sky130_fd_sc_hd__edfxtp_1. The maximum level of the CTS H-tree is 3. The post-synthesis average cell area is 12.1 µm².

The startpoint type of the worst setup path is a flip-flop. The floorplan step records an initial core utilization of 0.403. The combined global-route utilization of all metal layers is 0.293. Measured on the finished design, the core utilization comes to 0.480. The most critical hold endpoint after final layout shows a slack of 7.44 ns.

Clock-pin slew was measured on the worst setup and hold paths at 0.03 ns. The area overhead of the layout relative to synthesis is 19.2%. The cell row count is 137.

The slowest stage cell on the critical path is sky130_fd_sc_hd__nor3_1. Using the TritonRoute via totals, the vias-per-cell ratio works out to 5.47. The tree is rooted in a sky130_fd_sc_hd__clkbuf_16.

The number of buffers inserted to repair setup after CTS is 0. The largest net degree at the start of global routing is 84. Data on the critical path arrives at its endpoint at 10.60 ns. Buffers placed on the I/O ports in this run total 113. Setup violations remaining at the end of the flow were counted as 0. The total die size is 142000 µm².

The highest ir drop seen on vdd is 93.5 µV. The post-synthesis cell count from yosys is 4641. The type of the worst setup path is flip-flop to primary output. The die is 377 µm wide.

The number of hold buffers added after cts is 0. After synthesis, the cell types taking the most area are sky130_fd_sc_hd__edfxtp_1 55%, sky130_fd_sc_hd__mux2i_1 18%, sky130_fd_sc_hd__and2_1 11%. For reference, the final report shows the hold violation count at 0. The post-route antenna net violation count is 0. The number of standard cells after synthesis is 4641. Before any placement, the netlist area is recorded as 56200 µm².

Leaving out fill and tap cells, the most frequent cells in the layout are 1062 x sky130_fd_sc_hd__inv_1, 1024 x sky130_fd_sc_hd__and2_1, 1024 x sky130_fd_sc_hd__mux2i_1, 1024 x sky130_fd_sc_hd__edfxtp_1, 194 x sky130_fd_sc_hd__nand2_1.
-- per-stage QoR --
stage	setup slack [ns]	instances	power (mW)
after floorplan	2.98	4641	4.16
after CTS	1.73	7590	8.19
final	1.80	7592	8.09
after detailed placement	1.26	6345	4.51
after global routing	1.68	7591	8.56
after global placement	1.14	6345	4.50
-- area by class of cell --
class                           count  area (µm²)
Fill cell                       12200       72500
Sequential cell                  1024       30700
Multi-Input combinational cell   3168       23400
Clock inverter                   1127        4990
Clock buffer                      119        2980
Timing Repair Buffer              276        2490
Tap cell                         1876        2350
Antenna cell                        2        5.00
-- cell families after synthesis --
| group | share of synthesized area |
|---|---|
| multiplexers | 0.182 |
| flip-flops | 0.547 |
| AND/OR/NAND/NOR | 0.161 |
| AND-OR/OR-AND | 0.0698 |
| buffers and inverters | 0.0397 |
-- critical path: cells and delay by family (launching register included) --
family,cells,cell delay [ns]
AND/OR/NAND/NOR,2,0.77
buffers and inverters,1,0.51
AND-OR/OR-AND,2,0.42
flip-flops,1,0.34
multiplexers,1,0.08
-- final timing paths --
path,from,end,slack [ns],depth (start not counted)
max,register_file[0][28]$_SDFFCE_NN0P_,rg_rd_data1[28],1.80,6
min,rg_rd_addr1[1],rg_rd_data1[18],7.44,6
-- synthesized netlist by cell type, drive strengths merged (64+ instances only) --
cell type,n
a21oi,192
clkbuf,269
nand2,196
nor3,64
and2,1026
nand3,194
a31oi,64
edfxtp,1024
buf,179
mux2i,1024
a22oi,192
a22o,128
-- per-layer routing --
metal	global-route usage	up-vias	share of wire
met5	0.00446	-	0.00038
met4	0.137	8	0.041
met3	0.173	415	0.12
met2	0.430	2104	0.47
met1	0.350	20000	0.37
li1	-	18900	-
-- where the power goes --
part | internal [mW] | switching, mW | leakage, nW | total, mW
combinational | 0.291 | 0.500 | 12.7 | 0.792
clock | 2.14 | 1.85 | 7.54 | 3.99
sequential | 3.22 | 0.0785 | 9.74 | 3.30
total | 5.66 | 2.43 | 29.9 | 8.09
No activity file was given, so power comes from the tool's default toggle rates.
